===== flow/run.sh =====
#!/bin/bash
# OpenROAD 26Q1-2900-gdf79404cd8, Yosys 0.63+post, stock flow scripts
make -C /OpenROAD-flow-scripts/flow DESIGN_CONFIG=/design/flow/config.mk WORK_HOME=/design/flow/orfs finish

===== flow/config.mk =====
export PLATFORM = sky130hd
export DESIGN_NAME = myclint
export DESIGN_NICKNAME = myclint
export VERILOG_FILES = /design/flow/design.v
export SDC_FILE = /design/flow/constraint.sdc
export NUM_CORES = 4
export LEC_CHECK = 1
export CORE_UTILIZATION = 30

===== flow/constraint.sdc =====
current_design myclint

set clk_period 8.5
set clk_io_pct 0.2

create_clock -name clk0 -period $clk_period [get_ports {clk}]

set non_clock_inputs [all_inputs -no_clocks]
set_input_delay [expr $clk_period * $clk_io_pct] -clock clk0 $non_clock_inputs
set_output_delay [expr $clk_period * $clk_io_pct] -clock clk0 [all_outputs]

===== flow/design.v =====
`timescale 1ns / 1ps
module myclint #(
    parameter ADDR_W  = 32,
    parameter DATA_W  = 32,
    parameter N_CORES = 1
) (
    input                 clk,  
    input                 rt_clk,  
    input                 reset,  
    input                 valid,  
    input  [ADDR_W-1:0]   address,  
    input  [DATA_W-1:0]   wdata,  
    input  [DATA_W/8-1:0] wstrb,  
    output [DATA_W-1:0]   rdata,  
    output                ready,  
    output [N_CORES-1:0]  mtip,  
    output [N_CORES-1:0]  msip   
);
  localparam AddrSelWidth = (N_CORES == 1) ? 1 : $clog2(N_CORES);
  localparam [15:0] MSIP_BASE     = 16'h0;
  localparam [15:0] MTIMECMP_BASE = 16'h4000;
  localparam [15:0] MTIME_BASE    = 16'hbff8;
  wire   write;
  assign write = (wstrb == {4'hF});
  reg [DATA_W-1:0] rdata_reg;
  assign rdata = rdata_reg;
  always @ ( posedge clk )
    if (reset) rdata_reg <= {DATA_W{1'b0}};
  reg [63:0]        mtime_reg;
  reg [63:0]        mtimecmp_reg [N_CORES-1:0];
  reg [N_CORES-1:0] mtip_reg;
  reg               timer_rsp;
  reg               timecmp_rsp;
  wire increment_timer;
  assign mtip = mtip_reg;
  integer k, c;
  always @ ( * ) begin
    if (reset)
      for (k=0; k<N_CORES; k=k+1) begin
        mtip_reg[k] = {1'b0};
      end
    else
      for (k=0; k<N_CORES; k=k+1) begin
        mtip_reg[k] = (mtime_reg >= mtimecmp_reg[k][63:0]);
      end
  end
  always @ ( posedge clk ) begin
    if (reset) begin
      for (c=0; c<N_CORES; c=c+1) begin
        mtimecmp_reg[c] <= {64{1'b1}};
      end
    end else if (valid && (address[15:0]>=MTIMECMP_BASE) && (address[15:0]<(MTIMECMP_BASE+8*N_CORES))) begin
      if (write)
        mtimecmp_reg[address[AddrSelWidth+2:3]][(address[2]+1)*DATA_W-1 -:DATA_W] <= wdata;
      else
        rdata_reg <= mtimecmp_reg[address[AddrSelWidth+2:3]][(address[2]+1)*DATA_W-1 -: DATA_W];
      timecmp_rsp <= 1;
    end else begin
      timecmp_rsp <= 0;
    end
  end
  always @ ( posedge clk ) begin
    if (increment_timer) begin
      mtime_reg <= mtime_reg + 1;
    end
    if (reset) begin
      mtime_reg <= {64{1'b0}};
    end else if (valid && (address[15:0]>=MTIME_BASE) && (address[15:0]<(MTIME_BASE+8))) begin
      if (write)
        mtime_reg[(address[2]+1)*DATA_W-1 -: DATA_W] <= wdata;
      else
        rdata_reg <= mtime_reg[(address[2]+1)*DATA_W-1 -: DATA_W];
      timer_rsp <= 1;
    end else begin
      timer_rsp <= 0;
    end
  end
  reg [N_CORES-1:0] msip_reg;
  reg               msip_rsp;
  assign msip = msip_reg;
  integer j;
  always @ ( posedge clk ) begin
    if (reset) begin
      for (j=0; j<N_CORES; j=j+1) begin
        msip_reg[j] <= {1'b0};
      end
    end else if (valid && (address[15:0]>=MSIP_BASE) && (address[15:0]<(MSIP_BASE+4*N_CORES))) begin
      if (write) begin
        msip_reg[address[AddrSelWidth+1:2]] <= wdata[0];
      end else begin
        rdata_reg <= {{31{1'b0}}, msip_reg[address[AddrSelWidth+1:2]]};
      end
      msip_rsp <= 1;
    end else begin
      msip_rsp <= 0;
    end
  end
  reg ready_reg;
  always @ ( posedge clk )
    ready_reg <= msip_rsp || timer_rsp || timecmp_rsp;
  assign ready = ready_reg;
  localparam STAGES = 2;
  wire rtc_value;
  reg  rtc_previous;
  reg  [STAGES-1:0] rtc_states;
  assign increment_timer =  rtc_value & (~rtc_previous);  
  assign rtc_value = rtc_states[STAGES-1];
  always @( posedge clk ) begin
    if (reset)
        rtc_states <= {STAGES{1'b0}};
    else
        rtc_states <= {rtc_states[STAGES-2:0], rt_clk};
  end
  always @( posedge clk ) begin
    if (reset)
        rtc_previous <= 1'b0;
    else
        rtc_previous <= rtc_value;
  end
endmodule

==> run_results.csv <==
group,metric,value,unit
timing,setup_viol,0,
synth,yosys_most_used_dff,"dfxtp_1",
floorplanning,fp.dieW,166,um
routing,viasPerCell,4.85,
grt,grt_first_pass_wirelength,32900,um
routing,post_drt_wl_per_cell,16.2,um
synth,synth_cells,883,
placement,placed_area,8870,um^2
finish,layout-drive-gt1-share,6.36,%
synth,top_area_share,24.8,%
synth,common_cells,"inv_1, o21ai_0, dfxtp_1",
clocking,tritoncts,"yes",
synth,ys_warn_count,98,
timing,max_freq,0.178,GHz
power,ir_drop,130,uV
floorplanning,rows,59,
synth,ys_cells,883,
clocking,ctsResizeCount,0,
status,status,"finished clean",
routing,first_iter_violations,344,
timing,hold_viol,0,
grt,busiest_layer,"met2",
clocking,holdBufCountCts,0,
flow_run,max_cap_violations,0,
grt,use_met3,4.47,%
synth,synth_cell_type_count,55,
critical_path,path_cells,"buf_2, buf_4, inv_1, and3_1, nand3_1, nor4_1, nand3_1, o21ai_0, clkdlybuf4s50_1",
placement,place.gp.congestion,0.852,
synth,synth_flops,136,
routing,drt_wl_total,20700,um
critical_path,cpMostUsedCell,"nand3_1",
timing,worstMarginPinSlew,914,ps
finish,final_area,9440,um^2
critical_path,start_kind,"input port",
grt,grt_use_met2,23.9,%
routing,vias,6195,
synth,ys_seq_share,41.9,%
grt,grt_pass1_vias,5888,
timing,min_period,5610,ps
clocking,clk_pin_slew,60,ps
synth,top_cells_by_area,"edfxtp_1, dfxtp_1, ha_1",
critical_path,cp_slowest_stage_delay,510,ps
placement,dpl.hpwl,15000,um
floorplanning,die_h,166,um
timing,tns,0,ps
clocking,clkLatencyLatePin,420,ps
routing,diodes,0,
finish,utilization,35.9,%
critical_path,required,6800,ps
floorplanning,ios,107,
clocking,htreeDepth,4,
clocking,numCtsBuffers,17,
grt,grt_overflow,0,
critical_path,cp.arrival,3910,ps
grt,grt_max_degree,65,
routing,drc_errors,0,
critical_path,cp_slowest_cell,"clkdlybuf4s50_1",
timing,fin_crit_sh,66.0,%
synth,avgSynthCellArea,9.18,um^2
synth,async_flop_share,0,%
timing,grt_setup_unrepaired,"false",
timing,clock_skew,7.20,ps
critical_path,cp-end-kind,"output pin",
finish,area_growth,16.5,%
floorplanning,dieArea,27700,um^2
grt,grt_use_met1,22.8,%
timing,slew_headroom,38.9,%
clocking,clock_path_buffers,2,
grt,antenna_found_initial,0,
clocking,cts.sinks,136,
critical_path,critPathKind,"input port to output pin",
timing,maxSlewViolCount,0,
routing,drt-pass1-iter-count,15,
synth,synth-edff-count,67,
floorplanning,fp_util,30.8,%
flow_run,warning_count,43,
routing,detail-route-antenna-nets,0,
floorplanning,core-area,26300,um^2
synth,top_area_cell,"edfxtp_1",
synth,most_common_cell,"inv_1",
power,power_density,160,nW/um^2
min_path,hold_path_class,"flop to flop",
grt,grt_util_all_layers,15.7,%
clocking,cts.root.buffer_cell,"clkbuf_16",
clocking,post_cts_buffers,0,
placement,port-buffer-count,56,
critical_path,critPathMaxFanout,47,
synth,syn-cell-area,8100,um^2
power,p_leak,3.83,nW
synth,yosysChipArea,8100,um^2
-- where the power goes --
part	switching, mW	internal (mW)	total (mW)
sequential	0.00496	0.704	0.709
combinational	0.0560	0.0369	0.0929
clock	0.281	0.427	0.708
-- worst max-delay path: cells and delay by family --
kind	cells	cell delay, ps
compound gates	1	200
buf+inv	4	1300
simple gates	4	680
-- kinds of logic (layout without fill, tap and decap cells) --
logic type | count (synthesis) | in the layout | synth area share (%)
AND/OR/NAND/NOR | 263 | 263 | 18.0
AND-OR/OR-AND | 184 | 184 | 13.4
buffers and inverters | 172 | 201 | 9.90
flip-flops | 136 | 136 | 41.9
adder cells (fa/ha/maj) | 65 | 65 | 10.0
XOR/XNOR | 61 | 61 | 6.59
other | 1 | 32 | 0.0463
multiplexers | 1 | 1 | 0.124
-- worst paths after layout --
| path | startpoint | end | slack, ps | cells after the start |
|---|---|---|---|---|
| max reg2reg | mtime_reg[0]$_SDFF_PP0_ | mtime_reg[62]$_SDFF_PP0_ | 5880 | 7 |
| max | reset | mtip[0] | 2890 | 9 |
| min | timecmp_rsp$_DFFE_PN_ | ready_reg$_DFF_P_ | 420 | 1 |
| min reg2reg | timecmp_rsp$_DFFE_PN_ | ready_reg$_DFF_P_ | 420 | 1 |
-- per-layer routing --
metal	wire length (um)	share of wire, %	up-vias
li1	-	-	3158
met2	9290	45	160
met3	1330	6.4	28
met5	0	0	-
met4	494	2.4	0
met1	9610	46	2849
-- area by class of cell --
type                       instances  area [um^2]
clock buffer                      18          429
clock inverter                    14          134
fill                            2601        16800
inverter                         105          394
multi-input combinational        606         4050
sequential                       136         3390
tap                              335          419
timing repair buffer              64          616
-- cell usage in the layout, fill, tap and decap left out, drive strengths merged, types with 36 or more instances in the layout --
master	synthesis	layout
a211oi	38	38
clkdlybuf4s50	0	55
dfxtp	69	69
edfxtp	67	67
ha	65	65
inv	105	105
nand2	64	64
nor2	52	52
o21ai	101	101
xor2	36	36
-- through the flow --
stage | total power [mW] | setup WS [ps] | instances | hold WS (ps)
floorplan | 0.771 | 3450 | 914 | 399
global placement | 0.815 | 2810 | 1246 | 413
detailed placement | 0.815 | 2860 | 1246 | 409
CTS | 1.52 | 2860 | 1278 | 420
global route | 1.56 | 2660 | 1278 | 435
finish | 1.51 | 2890 | 1278 | 418
Power figures rest on the tool's default switching activity, not on a simulated workload.
